===== ./design.v =====
`timescale 1ns / 1ps
module lab8(
    input clk,
    output [6:0] seg,
    output [3:0] an
    );
    wire [11:0] count;
    reg div_strobe = 0;
    wire [15:0] bcd;
    reg en = 0;
    reg [32:0] div_count = 0;
    wire rdy;
    up_count uut1(clk, div_strobe, count);
    bin2bcd uut2(clk, en, count, bcd, rdy);
    lab5 uut3(bcd, clk, seg, an);
    always @(posedge clk)
    begin
        if(div_count==50000000)
        begin
            div_count <= 0;
            div_strobe<=1;
        end
        else
        begin
            div_count <= div_count+1;
            div_strobe<=0;
        end
    end
    always @(*)
    begin
        if(rdy)
            en=0;
        if(div_count==2)
            en=1;
    end
endmodule
module up_count(
    input clk, en,
    output reg [11:0] count=0
    );
    always @(posedge clk)
    begin
        if(en)
        begin
            if(&count)
                count<=0;
            else
                count <= count +1;
        end
    end
endmodule
module bin2bcd(
    input clk, en,
    input [11:0] bin,
    output reg [15:0] bcd,
    output reg rdy
    );
    parameter [2:0] idle = 0, setup = 1, add = 2, shift = 3, done = 4;
    reg [2:0] ps = 0,ns;
    parameter [3:0] max_shift = 12;
    reg [3:0] shifts = 0;
    reg busy;
    reg [27:0] bcd_bin, bcd_bin_mem;
    always @(posedge clk)
    begin
        ps<=ns;
        bcd_bin_mem<=bcd_bin;
        if(!en)begin
            shifts <= 0;
            bcd_bin_mem <= {16'b0,bin};
        end
        if(rdy)
        begin
            bcd<=bcd_bin_mem[27:12];
        end
        if(ns==shift)
            shifts<=shifts+1;
    end
    always @(*)
    begin
        bcd_bin = bcd_bin_mem;
        case(ps)
            idle:
            begin
                busy = 0;
                rdy = 0;
                if(en)
                    ns=setup;
                else
                    ns = idle;
            end
            setup:
            begin
                busy = 1;
                rdy = 0;
                if(en)
                    ns=add;
                else
                    ns = idle;
            end
            add:
            begin
                busy = 1;
                rdy = 0;
                if(bcd_bin_mem[15:12] > 4)
                    bcd_bin[27:12] = bcd_bin_mem[27:12] + 3;
                if(bcd_bin_mem[19:16] > 4)
                    bcd_bin[27:16] = bcd_bin_mem[27:16] + 3;  
                if(bcd_bin_mem[23:20] > 4)
                    bcd_bin[27:20] = bcd_bin_mem[27:20] + 3;
                if(bcd_bin_mem[27:24] > 4)
                    bcd_bin[27:24] = bcd_bin_mem[27:24] + 3;
                if(en)
                    ns=shift;
                if(!en)
                    ns = idle;
            end
            shift:
            begin
                busy = 1;
                rdy = 0;
                bcd_bin = {bcd_bin_mem[26:0], 1'b0};
                if(en && shifts==max_shift)
                    ns = done;
                if(en && shifts<max_shift)
                    ns = setup;
                if(!en)
                    ns = idle;
            end
            done:
            begin
                busy = 1;
                rdy = 1;  
                if(en)
                begin
                    ns=done;
                end
                else
                    ns = idle;
            end
        endcase
    end
endmodule
module lab5(
    input [15:0]num,
    input clk,
    output [6:0]seg,
    output [3:0]an
    );
    wire [3:0]an_w, bcd;
    wire en;
    anode_gen uut1(clk,en,an_w);
    bcd_mux uut2(num,en,an_w,bcd);
    led_7seg uut3(clk,bcd,seg);
    assign an = ~(an_w);
endmodule
module led_7seg(
    input clk,
    input [3:0]i,
    output reg [6:0]seg
    );
    always @(*)
    begin
        case(i)
            0: seg = 7'b1000000;
            1: seg = 7'b1111001;
            2: seg = 7'b0100100;
            3: seg = 7'b0110000;
            4: seg = 7'b0011001;
            5: seg = 7'b0010010;
            6: seg = 7'b0000010;
            7: seg = 7'b1111000;
            8: seg = 7'b0000000;
            9: seg = 7'b0010000;
            10: seg = 7'b0000000;
            11: seg = 7'b0000000;
        endcase
    end
endmodule
module bcd_mux(
    input [15:0]num,
    input en,
    input [3:0]sel,
    output reg [3:0]bcd
    );
    always @(*)
    begin
    if(en) begin
        case(sel)
            4'b1000: bcd = num[15:12];
            4'b0100: bcd = num[11:8];
            4'b0010: bcd = num[7:4];
            4'b0001: bcd = num[3:0];
        endcase
    end
    end 
endmodule
module anode_gen(
    input clk,
    output reg en,
    output reg [3:0] an
);
     reg [7:0]count;
    initial
    begin
        an = 4'b0001;
        count = 0;
        en=1'b0;
    end
    always @(posedge clk)
    begin
        if(en)begin
        count<=count+1;
        end
        en <= 1'b1;
        if(count==8'd255)
        begin
          en = 1'b1;
            count<=0;                
            if(an==4'b0001)
                an<=4'b1000;
            else
                an <= an>>1;
        end
    end
endmodule

===== ./run.sh =====
#!/bin/bash
# OpenROAD 26Q1-2900-gdf79404cd8, Yosys 0.63+post, stock flow scripts
make -C /OpenROAD-flow-scripts/flow DESIGN_CONFIG=/design/flow/config.mk WORK_HOME=/design/flow/orfs finish

===== ./config.mk =====
export PLATFORM = sky130hd
export DESIGN_NAME = lab8
export DESIGN_NICKNAME = lab8
export VERILOG_FILES = /design/flow/design.v
export SDC_FILE = /design/flow/constraint.sdc
export NUM_CORES = 4
export LEC_CHECK = 1
export CORE_UTILIZATION = 50

===== ./constraint.sdc =====
current_design lab8

set clk_period 6.3
set clk_io_pct 0.2

create_clock -name clk0 -period $clk_period [get_ports {clk}]

set non_clock_inputs [all_inputs -no_clocks]
set_input_delay [expr $clk_period * $clk_io_pct] -clock clk0 $non_clock_inputs
set_output_delay [expr $clk_period * $clk_io_pct] -clock clk0 [all_outputs]

==> results.yml <==
# implementation run metrics
logic_synthesis:
  ys_types: 60
  ys_warn_count: 6
  edf_count: 49
  yosys_most_used_dff: "dfxtp_1"
  syn-instance-count: 572
  synth_flop_count: 126
  synthArstFlopShare_pct: 0
  yosysCellCount: 572
  synth_area_mm2: 0.00574
  synth_area_per_cell_um2: 10.0
  synth_chip_area_mm2: 0.00574
power:
  vdd_drop_max_uv: 180
  cellPowerDensity_mw_per_mm2: 204
  p_leak_nw: 2.27
  total_power_mw: 1.27
sta:
  fin_crit_sh_pct: 42.9
  tightest_slew_ps: 904
  tns_ps: 0
  worst_hold_slack_ps: 485
  untimed_endpoints: 46
  hold_viol_final: 0
  unclocked_pins: 16
  slew_headroom_pct: 39.0
  finalSetupViolCount: 0
  max_freq_mhz: 370
  drv_slew: 0
  finalCriticalPeriod_ps: 2700
  skew_ps: 7.36
  rsz0062_at_grt: "no"
  setup_slack_ps: 3600
layout:
  fin_util_pct: 56.4
  finalInstanceArea_mm2: 0.00622
  area_growth_pct: 8.37
  final_layout_size_suffix_gt1_share_pct: 5.56
  instances_no_fill: 716
  lay_top_count: "dfxtp_1"
  layout_top_cells: "dfxtp_1 (61), nor2_1 (52), edfxtp_1 (49)"
  fill_cells: 942
global_route:
  grt_usage_pct: 20.0
  grt_first_pass_wirelength_mm: 18.1
  first_global_vias: 3810
  grt_max_degree: 28
  grt_overflow: 0
  antenna_found_initial: 0
floorplan:
  pin_count: 12
  fp_util_pct: 52.0
  die_area_mm2: 0.0119
  chipHeight_um: 109
  die-width_um: 109
  coreArea_mm2: 0.0110
  placementRows: 38
clocking:
  cts_buffers: 9
  cts_tree: "yes"
  worstSkewPairLatency_ps: 340
  htree_levels: 3
  clockBufferDepth: 2
  path_clk_slew_ps: 70
  post_cts_buffers: 0
  cts_hold_buf: 0
  root_buffer: "clkbuf_16"
  cts_resized: 0
routing:
  wirelength_mm: 10.4
  post-route-drc-count: 0
  wire_per_inst_um: 14.5
  vias_per_cell: 5.62
  antenna_cells: 0
  drt_first_pass_iters: 4
  drt_iter0_markers: 246
  ant_nets: 0
  vias: 4021
critical_path:
  r2r_setup_slack_ps: 3910
  r2r-start: "div_count[2]"
  worstPathRequired_ps: 5040
  cp_data_arrival_time_ps: 1440
  endpoint_kind: "output pin"
  reg2reg_to: "div_count[20]"
  critPathLaunchType: "register"
  worstSetupPathType: "reg -> out"
  critPathMaxFanout: 7
  rr_worst_depth: 5
hold_path:
  min_to: "div_count[32]"
  hp-class: "reg -> reg"
  worstHoldStart: "div_count[32]"
  min_path_cells: 1
job:
  maxCapViolCount: 0
  tool_warnings: 33
place:
  placed_cells: 700
  routabilityCongestion: 0.846
  io_buffers: 11
  place_area_mm2: 0.00594
  place_ws_ps: 3900
  dpl.hpwl_mm: 7.23
run_status:
  outcome: "finished, final reports clean"
-- kinds of logic (layout without fill, tap and decap cells) --
kind of cell             Yosys count  in the layout  share of synthesized area [%]
AND-OR/OR-AND                    101            101                           11.9
XOR/XNOR                          52             52                           7.94
adder cells (fa/ha/maj)           16             16                           3.49
buffers and inverters             58             62                           3.92
flip-flops                       110            110                           46.9
latches                           16             16                           4.19
multiplexers                      18             18                           3.36
other                              1              1                         0.0653
AND/OR/NAND/NOR                  200            200                           18.2
-- cells in the mapped netlist, types with 5 or more instances --
library cell / instances / area, um^2
dfxtp_1: 61 / 1220
nor2_1: 52 / 195
edfxtp_1: 49 / 1470
nand2_1: 36 / 135
inv_1: 32 / 120
xnor2_1: 28 / 245
nand3_1: 26 / 130
o21ai_0: 26 / 130
xor2_1: 24 / 210
clkbuf_1: 23 / 86.3
a21oi_1: 22 / 110
nand4_1: 21 / 131
dlxtn_1: 16 / 240
ha_1: 16 / 200
nor3_1: 14 / 70.1
mux2_2: 10 / 113
nor4_1: 9 / 56.3
mux2i_1: 8 / 80.1
nand2b_1: 7 / 43.8
nor2b_1: 7 / 43.8
o31ai_1: 5 / 37.5
or3_1: 5 / 31.3
-- metal layers --
| metal | wire length [um] | share of wire, % | vias to the layer above | track usage (%) |
|---|---|---|---|---|
| met5 | 0 | 0 | - | 0 |
| met4 | 130 | 1.3 | 0 | 2.70 |
| met3 | 353 | 3.4 | 10 | 2.99 |
| met2 | 4460 | 43 | 78 | 29.2 |
| met1 | 5420 | 52 | 1864 | 34.3 |
| li1 | - | - | 2069 | - |
-- final cells by class --
cell class	count	area, um^2	area share [%]
flip-flops and latches	126	2930	47.2
inverters	32	120	1.93
well taps	140	175	2.82
clock buffers	12	256	4.12
clock inverters	4	21.3	0.342
repair buffers	14	133	2.13
multi-input cells	388	2580	41.5
-- worst max-delay path by stage --
stage	from	to	depth (start not counted)
6_report	uut3.uut1.an[2]	an[2]	2
5_1_grt	uut3.uut1.an[1]	an[1]	2
4_1_cts	uut3.uut1.an[1]	an[1]	2
-- where the power goes --
group | internal [mW] | switching (mW)
registers | 0.738 | 0
logic | 0 | 0.0000660
clock network | 0.289 | 0.241
total | 1.03 | 0.241
-- registers in the layout, summed over array words and instances (netlist names) --
| register | count |
|---|---|
| uut2.rdy | 1 |
| en | 1 |
| div_count | 33 |
| uut2.bcd | 16 |
| uut3.uut1.en | 1 |
| uut2.ns | 3 |
| uut2.ps | 3 |
| uut3.uut1.an | 4 |
| div_strobe | 1 |
| uut3.uut1.count | 8 |
| uut2.bcd_bin_mem | 28 |
| uut3.uut3.seg | 7 |
| uut1.count | 12 |
| uut2.shifts | 4 |
| uut3.uut2.bcd | 4 |
-- critical path, stage by stage (launching register included) --
cell and delay, ps:
edfxtp_1 480, inv_1 160, clkdlybuf4s50_1 470
Power figures rest on the tool's default switching activity, not on a simulated workload.
